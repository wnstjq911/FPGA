`flow/config.mk`:
```
export PLATFORM = sky130hd
export DESIGN_NAME = clk_segment
export DESIGN_NICKNAME = clk_segment
export VERILOG_FILES = /design/flow/design.v
export SDC_FILE = /design/flow/constraint.sdc
export NUM_CORES = 4
export LEC_CHECK = 1
export CORE_UTILIZATION = 40
```
`flow/constraint.sdc`:
```
current_design clk_segment

set clk_period 4.7
set clk_io_pct 0.2

create_clock -name clk0 -period $clk_period [get_ports {clk}]

set non_clock_inputs [all_inputs -no_clocks]
set_input_delay [expr $clk_period * $clk_io_pct] -clock clk0 $non_clock_inputs
set_output_delay [expr $clk_period * $clk_io_pct] -clock clk0 [all_outputs]
```
`flow/design.v`:
```
`timescale 1ns / 1ns 
module clk_segment (
    input clk,
    input rst_n,
    output reg [6:0] led
    );
   integer i;
    reg [25:0] count;        
    reg [6:0] segled [9:0];
    always @ (posedge clk, negedge rst_n) begin
        if(!rst_n) begin
            i=0;
            segled[0] = 7'b1000000;        
            segled[1] = 7'b1111001;
            segled[2] = 7'b0100100;
            segled[3] = 7'b0110000;
            segled[4] = 7'b0011001;
            segled[5] = 7'b0010010;
            segled[6] = 7'b0000010;
            segled[7] = 7'b1011000;
            segled[8] = 7'b0000000;
            segled[9] = 7'b0010000;
            count <=0;
        end else begin 
                if(count==26'b10111110101111000010000000) begin   
                    led <= segled[i];
                    count <=0;
                    i=i+1;
                    if(i==10) begin 
                        i=0;
                    end
                end else 
                count <= count + 1;
            end
    end
endmodule
```
`flow/run.sh`:
```
#!/bin/bash
# OpenROAD 26Q1-2900-gdf79404cd8, Yosys 0.63+post, stock flow scripts
make -C /OpenROAD-flow-scripts/flow DESIGN_CONFIG=/design/flow/config.mk WORK_HOME=/design/flow/orfs finish
```
==> flow_metrics.py <==
# Metrics from the implementation run
metrics = {
    "placement": {
        "dp_hpwl_um": 4850,
        "placed_cells": 494,
        "dpl_cell_area_mm2": 0.00381,
        "io_buffers": 8,
        "finalWeightedCongestion": 0.916,
    },
    "synthesis": {
        "synthCells": 402,
        "avgSynthCellArea_um2": 9.19,
        "synth_flops": 65,
        "synth.cell_area_mm2": 0.00369,
        "yosys.area.top_type": "dfrtp_1",
        "edf_count": 7,
        "synth_warnings": 2,
        "ys_async_sr_fraction_pct": 89.2,
        "synth_cell_types": 49,
        "ys_seq_share_pct": 45.0,
        "ys_area_mm2": 0.00369,
        "top_cells_by_area": "dfrtp_1 (39%), xnor2_1 (6.9%), edfxtp_1 (5.7%)",
        "flop_cell": "dfrtp_1",
        "yosys_cells": 402,
        "synth_top_area_share_pct": 39.3,
    },
    "timing": {
        "fin_tns_setup_ns": 0,
        "hold_ws_ns": 0.485,
        "setup_viol": 0,
        "slew_headroom_pct": 51.4,
        "min_period_ns": 2.98,
        "max_freq_mhz": 336,
        "finalMaxSlewViolations": 0,
        "rsz0062_at_grt": "no",
        "fin_worst_skew_ns": 0.0117,
        "tightest_slew_ns": 0.729,
        "hold_violations": 0,
        "fin_crit_sh_pct": 63.3,
    },
    "die": {
        "die_y_um": 98.1,
        "dieArea_mm2": 0.00962,
        "core_area_mm2": 0.00885,
        "fp-utilization_pct": 41.7,
        "die_x_um": 98.1,
        "rows": 34,
        "num_io_pins": 9,
    },
    "critical_path": {
        "cpMostUsedCell": "nor4_1",
        "crit_slowest_cell": "or3_1",
        "path_cells": "ha_1, inv_1, or3_1, nor4_1, xnor2_1, nand4_1, nor4_1, a21oi_1, a21o_1",
        "critPathLaunch": "i[0]$_DFFE_PN0N_",
        "crit_required_ns": 4.94,
        "regToRegStartpoint": "i[0]$_DFFE_PN0N_",
        "critPathCaptureType": "flip-flop",
        "critPathMaxStageDelay_ns": 0.51,
        "arrival_ns": 3.21,
        "criticalPathCategory": "flip-flop to flip-flop",
        "start_kind": "flip-flop",
        "crit_fanout": 12,
    },
    "job": {
        "drv_cap": 0,
        "log.warning_count": 29,
    },
    "clocking": {
        "numClockSinks": 65,
        "post_cts_buffers": 0,
        "numCtsBuffers": 9,
        "ctsHoldBuffers": 0,
        "tritoncts": "done",
        "htree_levels": 3,
        "clock-root-buffer": "clkbuf_8",
        "clk_latency_ns": 0.35,
        "max-clock-path-buffers": 2,
        "path_clk_slew_ns": 0.07,
        "ctsResizeCount": 0,
    },
    "global_routing": {
        "grt_pass1_wl_um": 13100,
        "antenna_found_initial": 0,
        "gr-total-overflow": 0,
        "grt_pass1_vias": 2719,
        "grt_util_all_layers_pct": 16.9,
        "grt_max_degree": 60,
    },
    "routing": {
        "vias": 2791,
        "wirelength_um": 7070,
        "viasPerCell": 5.47,
        "drt_iter0_drc": 97,
        "num_antenna_cells": 0,
        "dr.pass1.iters": 15,
        "wire_per_inst_um": 13.9,
        "drc_errors": 0,
        "ant_nets": 0,
    },
    "final_layout": {
        "flop_area_mm2": 0.00166,
        "layoutNonFillerInstCount": 510,
        "fin_area_mm2": 0.00401,
        "drive_above_1_share_pct": 5.97,
        "syn_to_final_growth_pct": 8.60,
        "nFillCells": 833,
        "comb_area_mm2": 0.00189,
    },
    "power": {
        "ir_drop_mv": 0.147,
        "powerDensity_mw_per_mm2": 263,
        "power_leakage_nw": 1.64,
    },
    "hold_path": {
        "hp-start": "count[0]$_DFF_PN0_",
        "hp-class": "flip-flop to flip-flop",
    },
    "status": {
        "status": "finished, final reports clean",
    },
}
## cells in the mapped netlist, types with 4 or more instances
master and instances:
and3_1 6, and4_1 5, nand2_1 38, xnor2_1 29
nor4_1 8, nor3b_1 5, a21oi_1 6, nand3_1 30
ha_1 6, and2_1 6, inv_1 9, nor2b_1 4
edfxtp_1 7, o21ai_0 10, nor3_1 7, nor2_1 46
xor2_1 24, nand4_1 23, or3_1 10, dfrtp_1 58
clkbuf_1 17, buf_2 6
## cells in the final DEF (no fill, tap or decap), drive strengths merged, types with 11 or more instances in the layout
master	synthesis	routed
dfrtp	58	58
inv	9	11
nand2	38	38
nand3	30	30
nand4	23	23
nor2	46	46
o21ai	11	11
xnor2	29	29
xor2	24	24
## logic make-up (layout without fill, tap and decap cells)
kind of cell               Yosys count  after routing  share of synthesized area (%)
muxes                                5              5                           1.46
and+or+nand+nor                    200            200                           28.4
DFF                                 65             65                           45.0
adders and majority gates            6              6                           2.03
AOI/OAI and AO/OA                   38             38                           6.71
xor gates and xnor gates            53             53                           12.6
buffers and inverters               35             35                           3.90
## power breakdown
part,internal (W),switching (W),leakage [nW],total [W]
clock network,0.000260,0.000220,0.0992,0.000480
logic,0.000000834,0.00000937,0.661,0.0000102
registers,0.000566,0,0.876,0.000566
total,0.000827,0.000229,1.64,0.00106
## stage by stage
stage,setup slack [ns],util [%],power (W)
after floorplan,2.26,-,0.000578
after global routing,1.37,45.3,0.00110
final,1.72,45.3,0.00106
after CTS,1.70,45.3,0.00108
after detailed placement,1.73,43.0,0.000589
after global placement,1.84,43.0,0.000589
## final timing paths
check	endpoint	slack (ns)	cells after the start
worst max register to register	i[3]$_DFFE_PN0N_	1.72	9
max in group asynchronous	i[29]$_DFFE_PN0N_	3.48	2
worst min-delay path	count[0]$_DFF_PN0_	0.48	1
worst max-delay path	i[3]$_DFFE_PN0N_	1.72	9
min in group asynchronous	i[2]$_DFFE_PN0N_	0.74	2
worst min register to register	count[0]$_DFF_PN0_	0.48	1
## state kept, by name, indices dropped and copies added, names as in the netlist
register / count
count: 26
i: 32
led: 7
## layout make-up
| type | instances | share of cell area, % |
|---|---|---|
| Tap cell | 108 | 3.37 |
| Inverter | 9 | 0.842 |
| Clock buffer | 10 | 3.43 |
| Clock inverter | 6 | 1.62 |
| Timing Repair Buffer | 10 | 2.25 |
| Multi-Input combinational cell | 302 | 47.1 |
| Sequential cell | 65 | 41.4 |
## per-layer routing
metal	wire, um	track usage [%]	up-vias
met4	131	2.68	0
met5	0	0	-
li1	-	-	1414
met2	3090	25.4	51
met3	236	2.18	11
met1	3610	27.5	1315
## critical path: cells and delay by family, from the launching register on
kind | cells | cell delay, ns
AND/OR/NAND/NOR | 4 | 1.43
flip-flops | 1 | 0.44
adder cells (fa/ha/maj) | 1 | 0.42
AND-OR/OR-AND | 2 | 0.23
buffers and inverters | 1 | 0.17
XOR/XNOR | 1 | 0.17
Power and IR drop assume default switching activity.
