==> design/flow/design.v <==
`timescale 1ns/ 1ns
module CLK_LED (
    input CLK,
    input rst_n,
    output reg led
);
reg [25:0] count;
    always @ (posedge CLK, negedge rst_n) begin
    if(!rst_n) begin  
        led <=0;
	count <= 0;
    end else begin 
	    if(count==26'b10111110101111000010000000) begin  
               led <= ~led;
   	       count <= 0;
            end
	    else         
	    count <= count +1;
	end
    end
    endmodule 
==> design/flow/run.sh <==
#!/bin/bash
# OpenROAD 26Q1-2900-gdf79404cd8, Yosys 0.63+post, stock flow scripts
make -C /OpenROAD-flow-scripts/flow DESIGN_CONFIG=/design/flow/config.mk WORK_HOME=/design/flow/orfs finish
==> design/flow/config.mk <==
export PLATFORM = sky130hd
export DESIGN_NAME = CLK_LED
export DESIGN_NICKNAME = CLK_LED
export VERILOG_FILES = /design/flow/design.v
export SDC_FILE = /design/flow/constraint.sdc
export NUM_CORES = 4
export LEC_CHECK = 1
export CORE_AREA = 10 10 93 93
export DIE_AREA = 0 0 103 103
==> design/flow/constraint.sdc <==
current_design CLK_LED

set clk_period 5.3
set clk_io_pct 0.2

create_clock -name clk0 -period $clk_period [get_ports {CLK}]

set non_clock_inputs [all_inputs -no_clocks]
set_input_delay [expr $clk_period * $clk_io_pct] -clock clk0 $non_clock_inputs
set_output_delay [expr $clk_period * $clk_io_pct] -clock clk0 [all_outputs]
==> deck_impl_summary.md <==
Implementation Results

Synth
  • Mapped cell area: 1326 um^2
  • Mapped Cells: 125
  • Max-area cell share: 0.5094
  • Synth Warn #: 1
  • Seq share, synth: 0.5094
  • Yosys stat cell total: 125
  • Syn_area_per_cell: 10.61 um^2
  • Unique cell types: 30
  • Top cells by area: dfrtp_1 51%, xnor2_1 7.3%, xor2_1 5.9%
  • Top cell type by total area after synthesis: dfrtp_1
  • Flops after synth: 27
  • Yosys Chip Area: 1326 um^2

Die
  • Die span in x: 103 um
  • Number of core rows: 30
  • Fp_density: 0.1963
  • Die height: 103 um
  • Core area: 6756 um^2
  • Io pins: 3
  • Die area: 10610 um^2

Global route
  • Residual overflow from global routing: 0
  • Pin count of the biggest net entering global routing: 28
  • First-pass GRT wire length: 4084 um
  • Initial antenna violation count: 0
  • Vias in the first global route: 877
  • Total GRT Usage: 0.04650

CTS
  • Clock root buffer: clkbuf_8
  • TritonCTS clock tree: built
  • Post-CTS Setup Inserts: 0
  • Num CTS Buffers: 3
  • Clock transition at path regs: 80 ps
  • Clock Path Buffers: 2
  • Skew-Pair Late Insertion Delay: 260 ps
  • CTS sink count: 27
  • Post-CTS Resized: 0
  • Hold_buf cts: 0
  • H-tree levels: 1

Critical path
  • Critical Path End: led
  • CP Launch Type: flop
  • RR Startpoint: count[0]$_DFF_PN0_
  • Levels on crit path: 1
  • R2R Setup Slk: 3380 ps
  • Reg2reg end: count[20]$_DFF_PN0_
  • Arr. time, crit path: 1100 ps
  • Slowest cell delay on critical path: 470 ps
  • Setup crit end kind: output pin
  • R2R depth: 7
  • Bufs and invs on worst path: 1
  • WS Path Type: reg2out
  • CP max stage cell: clkdlybuf4s50_1
  • Worst path top cell family by delay: buffers and inverters
  • Worst Setup SP: led$_DFFE_PN0N_
  • Crit path max fanout: 2
  • Worst EP required: 4240 ps
  • CP Cell Sequence: clkdlybuf4s50_1

STA
  • Setup TNS: 0 ps
  • Fmax: 462.5 MHz
  • Least-Margin Pin Slew: 641.7 ps
  • Max-slew violations: 0
  • Worst Clk Skew: 3.263 ps
  • Final Hold Viols: 0
  • RSZ-0062 raised after global routing: false
  • Final Critical Period: 2162 ps
  • Max-slew headroom: 0.5717
  • Tcrit/Tclk final: 0.4079
  • Final worst slack: 3138 ps
  • Endpoints failing setup: 0

Power and ir drop
  • Total power: 322.9 uW
  • Power density cells: 218.9 nW/um^2
  • Max VDD drop: 0.2034 mV
  • Leakage: 0.6013 nW

Placement
  • Pre-CTS WS: 3369 ps
  • DP Area: 1430 um^2
  • Dpl hpwl: 1530 um
  • Gpl congestion: 0.8141
  • I/O Buffers: 2

Routing
  • TritonRoute pass-1 iters: 4
  • Final ANT Viol Nets: 0
  • Vias after detailed routing: 890
  • # DRC: 0
  • Antenna diodes: 0
  • Wire length per cell: 10.57 um
  • Drt total wl: 2210 um
  • Vias per inst: 4.258
  • Starting DRT DRC Count: 102

Final layout
  • Synth-to-Final Area Change: 11.23%
  • Fillers: 727
  • Post-route cell area: 1475 um^2
  • Fraction of layout cells with a size suffix above 1: 0.07752

Worst hold path
  • Hold path startpoint: led$_DFFE_PN0N_
  • Hold Path Class: reg2reg

Job
  • MaxCap Viol Count: 0
  • OpenROAD warnings: 26

Run status
  • Outcome: complete, no violations
-- sequential cells by signal, summed over array words and instances, names as in the netlist --
name   count
count     26
led        1
-- how the worst min path moves through the flow --
stage | end | cells after the start
finish | led$_DFFE_PN0N_ | 1
global route | led$_DFFE_PN0N_ | 1
CTS | led$_DFFE_PN0N_ | 1
-- Yosys cell counts (all sizes together) --
library cell	count
nor4b	2
dfrtp	27
mux2i	1
nor4	1
ha	2
and3	4
nand3b	3
nor3	2
o21ai	5
nor2b	1
nor3b	1
nor2	14
nand2	7
nand3	14
xor2	9
and4	2
inv	3
a21oi	1
nand4	9
or3	2
buf	3
xnor2	11
and4bb	1
-- area by class of cell --
type | instances | area [um^2] | share of cell area
well taps | 80 | 100.1 | 0.06785
flip-flops and latches | 27 | 675.6 | 0.4580
repair buffers | 3 | 27.53 | 0.01866
inverters | 3 | 11.26 | 0.007634
clock buffers | 4 | 45.04 | 0.03053
multi-input cells | 92 | 615.6 | 0.4173
-- metal layers --
| layer | vias to the layer above | wire, um | global-route usage |
|---|---|---|---|
| met5 | - | 0 | 0 |
| met2 | 25 | 917 | 0.06923 |
| met4 | 0 | 0 | 0.001070 |
| li1 | 445 | - | - |
| met3 | 0 | 140 | 0.01083 |
| met1 | 420 | 1152 | 0.07100 |
-- where the power goes --
group | switching [mW] | internal, mW | leakage, nW
logic | 0.00389 | 0.00113 | 0.211
registers | 0 | 0.206 | 0.368
clock network | 0.0584 | 0.0537 | 0.0228
-- through the flow --
step	std cells	utilization	hold WS, ps
finish	209	0.2183	474.3
CTS	209	0.2183	480.7
floorplan	125	-	420.4
detailed placement	205	0.2117	461.4
global placement	205	0.2117	460.1
global route	209	0.2183	515.8
-- logic make-up (layout without fill, tap and decap cells) --
group	after synthesis	count (layout)	synth area share
mux	1	1	0.007547
simple gates	63	63	0.2830
xor+xnor	20	20	0.1321
fa+ha+maj	2	2	0.01886
flops	27	27	0.5094
compound gates	6	6	0.02263
buf+inv	6	10	0.02641
-- cell usage in the layout, fill, tap and decap left out, drive strengths merged --
cell,Yosys,final
nor3b,1,1
inv,3,3
xor2,9,9
nor2b,1,1
nor2,14,14
nor4,1,1
nor4b,2,2
and3,4,4
nor3,2,2
nand4,9,9
clkdlybuf4s50,0,2
nand3b,3,3
a21oi,1,1
buf,3,1
ha,2,2
xnor2,11,11
or3,2,2
and4bb,1,1
clkbuf,0,4
o21ai,5,5
dfrtp,27,27
nand3,14,14
mux2i,1,1
nand2,7,7
and4,2,2
-- worst reg2reg max path, delay by kind of cell (launching register included) --
kind                       cells  cell delay (ps)
buffers and inverters          1               80
and+or+nand+nor                4             1100
DFF                            1              440
AOI/OAI and AO/OA              1               60
adders and majority gates      1              140
Power is estimated from default activity; no workload was simulated.
